<file path="./design.v">
import mips_core_pkg::*;
interface axi_write_address ();
	logic AWVALID, AWREADY;
	logic [3:0] AWID;
	logic [3:0] AWLEN;
	logic [26 - 1 : 0] AWADDR;
	modport master (input AWREADY, output AWVALID, AWID, AWLEN, AWADDR);
	modport slave (output AWREADY, input AWVALID, AWID, AWLEN, AWADDR);
endinterface
interface axi_write_data ();
	logic WVALID, WREADY, WLAST;
	logic [3:0] WID;
	logic [32 - 1 : 0] WDATA;
	modport master (input WREADY, output WVALID, WLAST, WID, WDATA);
	modport slave (output WREADY, input WVALID, WLAST, WID, WDATA);
endinterface
interface axi_write_response ();
	logic BVALID, BREADY;
	logic [3:0] BID;
	modport master (input BVALID, BID, output BREADY);
	modport slave (output BVALID, BID, input BREADY);
endinterface
interface axi_read_address ();
	logic ARVALID, ARREADY;
	logic [3:0] ARID;
	logic [3:0] ARLEN;
	logic [26 - 1 : 0] ARADDR;
	modport master (input ARREADY, output ARVALID, ARID, ARLEN, ARADDR);
	modport slave (output ARREADY, input ARVALID, ARID, ARLEN, ARADDR);
endinterface
interface axi_read_data ();
	logic RVALID, RREADY, RLAST;
	logic [3:0] RID;
	logic [32 - 1 : 0] RDATA;
	modport master (output RREADY, input RVALID, RLAST, RID, RDATA);
	modport slave (input RREADY, output RVALID, RLAST, RID, RDATA);
endinterface
package mips_core_pkg;
typedef enum logic [4:0] {
	zero = 5'd0,
	at = 5'd1,
	v0 = 5'd2,
	v1 = 5'd3,
	a0 = 5'd4,
	a1 = 5'd5,
	a2 = 5'd6,
	a3 = 5'd7,
	t0 = 5'd8,
	t1 = 5'd9,
	t2 = 5'd10,
	t3 = 5'd11,
	t4 = 5'd12,
	t5 = 5'd13,
	t6 = 5'd14,
	t7 = 5'd15,
	s0 = 5'd16,
	s1 = 5'd17,
	s2 = 5'd18,
	s3 = 5'd19,
	s4 = 5'd20,
	s5 = 5'd21,
	s6 = 5'd22,
	s7 = 5'd23,
	t8 = 5'd24,
	t9 = 5'd25,
	k0 = 5'd26,
	k1 = 5'd27,
	gp = 5'd28,
	sp = 5'd29,
	s8 = 5'd30,
	ra = 5'd31
} MipsReg;
typedef enum logic [4:0] {
	ALUCTL_NOP,			 
	ALUCTL_ADD,			 
	ALUCTL_ADDU,		 
	ALUCTL_SUB,			 
	ALUCTL_SUBU,		 
	ALUCTL_AND,			 
	ALUCTL_OR,			 
	ALUCTL_XOR,			 
	ALUCTL_SLT,			 
	ALUCTL_SLTU,		 
	ALUCTL_SLL,			 
	ALUCTL_SRL,			 
	ALUCTL_SRA,			 
	ALUCTL_SLLV,		 
	ALUCTL_SRLV,		 
	ALUCTL_SRAV,		 
	ALUCTL_NOR,			 
	ALUCTL_MTC0_PASS,	 
	ALUCTL_MTC0_FAIL,	 
	ALUCTL_MTC0_DONE,	 
	ALUCTL_BA,			 
	ALUCTL_BEQ,
	ALUCTL_BNE,
	ALUCTL_BLEZ,
	ALUCTL_BGTZ,
	ALUCTL_BGEZ,
	ALUCTL_BLTZ
} AluCtl;
typedef enum logic {
	WRITE,
	READ
} MemAccessType;
typedef enum logic {
	NOT_TAKEN,
	TAKEN
} BranchOutcome;
endpackage
module encoder_128bit (
	input logic[127:0] i_string,
	output logic[6:0] o_index,
	output logic o_valid
);
	logic o_valid1, o_valid2;
	logic[6:0] o_index1, o_index2;
	assign o_valid = o_valid1 ^ o_valid2;
	assign o_index = (o_valid1)? o_index1 : (o_index2 + 64);
	encoder_64bit encoder_64_1(
		.i_string(i_string[63:0]),
		.o_index(o_index1),
		.o_valid(o_valid1)
	);
	encoder_64bit encoder_64_2(
		.i_string(i_string[127:64]),
		.o_index(o_index2),
		.o_valid(o_valid2)
	);
endmodule
module encoder_64bit (
	input logic[63:0] i_string,
	output logic[5:0] o_index,
	output logic o_valid
);
	logic o_valid1, o_valid2;
	logic[5:0] o_index1, o_index2;
	assign o_valid = o_valid1 ^ o_valid2;
	assign o_index = (o_valid1)? o_index1 : (o_index2 + 32);
	encoder_32bit encoder_32_1(
		.i_string(i_string[31:0]),
		.o_index(o_index1),
		.o_valid(o_valid1)
	);
	encoder_32bit encoder_32_2(
		.i_string(i_string[63:32]),
		.o_index(o_index2),
		.o_valid(o_valid2)
	);
endmodule
module encoder_32bit (
	input logic[31:0] i_string,
	output logic[4:0] o_index,
	output logic o_valid
);
	logic o_valid1, o_valid2;
	logic[4:0] o_index1, o_index2;
	assign o_valid = o_valid1 ^ o_valid2;
	assign o_index = (o_valid1)? o_index1 : (o_index2 + 16);
	encoder_16bit encoder_16_1(
		.i_string(i_string[15:0]),
		.o_index(o_index1),
		.o_valid(o_valid1)
	);
	encoder_16bit encoder_16_2(
		.i_string(i_string[31:16]),
		.o_index(o_index2),
		.o_valid(o_valid2)
	);
endmodule
module encoder_16bit (
	input logic[15:0] i_string,
	output logic[3:0] o_index,
	output logic o_valid
);
	always_comb begin
		case(i_string)
			16'b0000_0000_0000_0001: 
			begin
				o_index = 0;
				o_valid = 1;
			end 
			16'b0000_0000_0000_0010:
			begin
				o_index = 1;
				o_valid = 1;
			end 
			16'b0000_0000_0000_0100:
			begin
				o_index = 2;
				o_valid = 1;
			end 
			16'b0000_0000_0000_1000:
			begin
				o_index = 3;
				o_valid = 1;
			end 
			16'b0000_0000_0001_0000:
			begin
				o_index = 4;
				o_valid = 1;
			end 
			16'b0000_0000_0010_0000:
			begin
				o_index = 5;
				o_valid = 1;
			end 
			16'b0000_0000_0100_0000:
			begin
				o_index = 6;
				o_valid = 1;
			end 
			16'b0000_0000_1000_0000:
			begin
				o_index = 7;
				o_valid = 1;
			end 
			16'b0000_0001_0000_0000:
			begin
				o_index = 8;
				o_valid = 1;
			end 
			16'b0000_0010_0000_0000:
			begin
				o_index = 9;
				o_valid = 1;
			end 
			16'b0000_0100_0000_0000:
			begin
				o_index = 10;
				o_valid = 1;
			end 
			16'b0000_1000_0000_0000:
			begin
				o_index = 11;
				o_valid = 1;
			end 
			16'b0001_0000_0000_0000:
			begin
				o_index = 12;
				o_valid = 1;
			end 
			16'b0010_0000_0000_0000:
			begin
				o_index = 13;
				o_valid = 1;
			end 
			16'b0100_0000_0000_0000:
			begin
				o_index = 14;
				o_valid = 1;
			end 
			16'b1000_0000_0000_0000:
			begin
				o_index = 15;
				o_valid = 1;
			end 
			default: 
			begin
				o_index = 0;
				o_valid = 0;
			end 
		endcase
	end
endmodule
</file>
<file path="./run.sh">
#!/bin/bash
# OpenROAD 26Q1-2900-gdf79404cd8, Yosys 0.63+post, stock flow scripts
make -C /OpenROAD-flow-scripts/flow DESIGN_CONFIG=/design/flow/config.mk WORK_HOME=/design/flow/orfs finish
</file>
<file path="./config.mk">
export PLATFORM = sky130hd
export DESIGN_NAME = encoder_128bit
export DESIGN_NICKNAME = encoder_128bit
export VERILOG_FILES = /design/flow/design.v
export SDC_FILE = /design/flow/constraint.sdc
export NUM_CORES = 4
export LEC_CHECK = 1
export CORE_UTILIZATION = 40
</file>
<file path="./constraint.sdc">
current_design encoder_128bit

set clk_period 6.4
set clk_io_pct 0.2

create_clock -name clk0 -period $clk_period

set non_clock_inputs [all_inputs -no_clocks]
set_input_delay [expr $clk_period * $clk_io_pct] -clock clk0 $non_clock_inputs
set_output_delay [expr $clk_period * $clk_io_pct] -clock clk0 [all_outputs]
</file>
==> impl_metrics.ini <==
; flow metrics
[setup_path]
cp_cell_sequence = clkdlybuf4s50_1 -> or4_1 -> nor3_1 -> and3_1 -> a2111oi_4 -> xnor2_2 -> mux2_2 -> a211o_1 -> o21ai_0 -> clkdlybuf4s50_1
worst-path-max-fanout = 7
path_class = in -> out
cp-end-kind = output pin
crit_path_start = i_string[85]
required_ns = 5.12
cpMaxStageDelayCell = or4_1
cp-start-kind = input port
arrival_ns = 4.82
cpMostUsedCell = clkdlybuf4s50_1
slowest_delay_ns = 0.65

[die]
fp_util_pct = 41.7
fp.dieH_um = 101
die-width_um = 101
rows = 35
num_io_pins = 136
die-area_mm2 = 0.0101
coreArea_mm2 = 0.00933

[yosys]
syn_avg_cell_area_um2 = 6.40
largest_area_cell = o21ai_0
ys_top_cells_by_area = o21ai_0 (7.8%), xnor2_1 (7.2%), nor2_1 (6.9%)
ys_seq_share_pct = 0
netlist.area_leader.share_pct = 7.85
postSynthCellCount = 608
yosysWarningCount = 7
syn-cell-area_mm2 = 0.00389
ys_cells = 608
ys_chip_area_mm2 = 0.00389
yosysUniqueCellTypes = 77

[clock_tree]
cts_hold_buf = 0

[flow_run]
drv_cap = 0
tool_warnings = 33

[detailed_routing]
drtAntennaViolNets = 0
antennaDiodeCount = 0
routed_wl_um = 11700
vias_per_cell = 5.83
drc_errors = 0
drt_pre_antenna_iters = 5
wl_per_cell_um = 13.7
vias = 4977
drtIter0Drc = 181

[grt]
grt-ovfl-total = 0
grt_start_max_net_pins = 13
track_usage_pct = 22.5
grt_pass1_vias = 4323
antenna_found_initial = 0
grt_pass1_wl_um = 19000

[placed_design]
pre_cts_slack_ns = 0.229
io_buffers = 136
placed_area_mm2 = 0.00537
gp_congestion = 0.871
placed_cells = 854
hpwl_um = 9830

[cells_and_area]
syn2layout_area_growth_pct = 38.4
final_util_pct = 57.7
combGateArea_mm2 = 0.00373
drive_gt1_share_pct = 6.07
flops = 0
final_cell_area_mm2 = 0.00538
regArea_um2 = 0
fin_cells = 854
fillCellCount = 891
nClkBuffers = 0

[final_timing]
fin_setup_tns_ns = 0
fmax_mhz = 164
setup_violations = 0
post-route-period-util_pct = 95.3
fin_crit_ns = 6.10
rsz0062_at_grt = false
slew_headroom_pct = 55.4
worst_slew_pin_slew_ns = 0.663
finalHoldViolCount = 0
slew_violations = 0
setup_slack_ns = 0.301

[power_and_ir_drop]
ir_worst_vdd_v = 0.0000302
p_leak_nw = 1.63
pwr_density_cell_mw_per_mm2 = 44.6

[run_status]
status = completed

[worst_hold_path]
hp-start = i_string[112]
hold_path.class = in -> out
## cell usage in the layout, fill, tap and decap left out, types with 18 or more instances in the layout
cell,synthesis,final
nor3_1,42,42
nand2_1,42,42
xnor2_1,32,32
nor4_1,39,39
clkdlybuf4s50_1,0,136
xor2_1,28,28
o21ai_0,61,61
nor2_1,71,71
nor4b_1,20,20
a21oi_1,21,21
nand3_1,18,18
## where the power goes
part	leakage, nW	total (mW)	internal [mW]	switching [mW]
registers	0	0	0	0
clock network	0	0	0	0
logic	1.63	0.240	0.124	0.116
## cells in the mapped netlist (all sizes together), types with 6 or more instances
| master | number |
|---|---|
| nor4b | 20 |
| xnor2 | 36 |
| nor2 | 73 |
| nor3 | 43 |
| nor4 | 40 |
| or3 | 9 |
| nand3b | 6 |
| mux2i | 6 |
| a21oi | 21 |
| a211oi | 17 |
| xor2 | 28 |
| nand3 | 19 |
| o21ai | 62 |
| nand4 | 6 |
| inv | 9 |
| o211ai | 10 |
| o31ai | 6 |
| nand2 | 43 |
| clkbuf | 26 |
| nand2b | 8 |
| or4 | 18 |
| buf | 6 |
## worst paths after layout
check	endpoint	depth (start not counted)	slack, ns
max	o_index[3]	10	0.30
min	o_valid	5	3.87
## final cells by class
class	count	area share [%]
multi-input cells	567	69.3
well taps	129	3.00
inverters	9	0.628
repair buffers	149	27.1
## logic make-up after synthesis
logic type | after synthesis | synth area share, %
and+or+nand+nor | 311 | 44.4
AOI/OAI and AO/OA | 179 | 32.2
xor gates and xnor gates | 64 | 15.5
buffers and inverters | 41 | 4.44
adders and majority gates | 4 | 1.09
muxes | 9 | 2.41
## stage by stage
step                      power [mW]  hold WS [ns]
final                          0.240          3.87
after detailed placement       0.238          3.87
after global routing           0.263          3.94
after CTS                      0.239          3.87
after floorplan                0.107          2.83
after global placement         0.234          3.87
## repair_timing
action                                  4_1_cts  5_1_grt
resized                                       0        1
setup buffers                                 0        0
endpoints found under the setup margin        0        2
## metal layers
layer / vias to the layer above / global-route usage, % / wire (µm)
met5: - / 0 / 0
met3: 2 / 1.41 / 525
met2: 120 / 41.3 / 5690
met1: 2239 / 30.5 / 5460
met4: 0 / 0.557 / 27
li1: 2616 / - / -
## critical path: cells and delay by family
kind | cells | cell delay, ns
buffers and inverters | 2 | 1.02
AND-OR/OR-AND | 3 | 0.44
multiplexers | 1 | 0.39
XOR/XNOR | 1 | 0.33
AND/OR/NAND/NOR | 3 | 1.35
Power figures rest on the tool's default switching activity, not on a simulated workload.
