File: flow/constraint.sdc
current_design branch_predictor_bimodal

set clk_period 234.5
set clk_io_pct 0.2

create_clock -name clk0 -period $clk_period [get_ports {clk}]

set non_clock_inputs [all_inputs -no_clocks]
set_input_delay [expr $clk_period * $clk_io_pct] -clock clk0 $non_clock_inputs
set_output_delay [expr $clk_period * $clk_io_pct] -clock clk0 [all_outputs]
File: flow/run.sh
#!/bin/bash
# OpenROAD 26Q1-2900-gdf79404cd8, Yosys 0.63+post, stock flow scripts
make -C /OpenROAD-flow-scripts/flow DESIGN_CONFIG=/design/flow/config.mk WORK_HOME=/design/flow/orfs finish
File: flow/design.v
import mips_core_pkg::*;
interface axi_write_address ();
	logic AWVALID, AWREADY;
	logic [3:0] AWID;
	logic [3:0] AWLEN;
	logic [26 - 1 : 0] AWADDR;
	modport master (input AWREADY, output AWVALID, AWID, AWLEN, AWADDR);
	modport slave (output AWREADY, input AWVALID, AWID, AWLEN, AWADDR);
endinterface
interface axi_write_data ();
	logic WVALID, WREADY, WLAST;
	logic [3:0] WID;
	logic [32 - 1 : 0] WDATA;
	modport master (input WREADY, output WVALID, WLAST, WID, WDATA);
	modport slave (output WREADY, input WVALID, WLAST, WID, WDATA);
endinterface
interface axi_write_response ();
	logic BVALID, BREADY;
	logic [3:0] BID;
	modport master (input BVALID, BID, output BREADY);
	modport slave (output BVALID, BID, input BREADY);
endinterface
interface axi_read_address ();
	logic ARVALID, ARREADY;
	logic [3:0] ARID;
	logic [3:0] ARLEN;
	logic [26 - 1 : 0] ARADDR;
	modport master (input ARREADY, output ARVALID, ARID, ARLEN, ARADDR);
	modport slave (output ARREADY, input ARVALID, ARID, ARLEN, ARADDR);
endinterface
interface axi_read_data ();
	logic RVALID, RREADY, RLAST;
	logic [3:0] RID;
	logic [32 - 1 : 0] RDATA;
	modport master (output RREADY, input RVALID, RLAST, RID, RDATA);
	modport slave (input RREADY, output RVALID, RLAST, RID, RDATA);
endinterface
package mips_core_pkg;
typedef enum logic [4:0] {
	zero = 5'd0,
	at = 5'd1,
	v0 = 5'd2,
	v1 = 5'd3,
	a0 = 5'd4,
	a1 = 5'd5,
	a2 = 5'd6,
	a3 = 5'd7,
	t0 = 5'd8,
	t1 = 5'd9,
	t2 = 5'd10,
	t3 = 5'd11,
	t4 = 5'd12,
	t5 = 5'd13,
	t6 = 5'd14,
	t7 = 5'd15,
	s0 = 5'd16,
	s1 = 5'd17,
	s2 = 5'd18,
	s3 = 5'd19,
	s4 = 5'd20,
	s5 = 5'd21,
	s6 = 5'd22,
	s7 = 5'd23,
	t8 = 5'd24,
	t9 = 5'd25,
	k0 = 5'd26,
	k1 = 5'd27,
	gp = 5'd28,
	sp = 5'd29,
	s8 = 5'd30,
	ra = 5'd31
} MipsReg;
typedef enum logic [4:0] {
	ALUCTL_NOP,			 
	ALUCTL_ADD,			 
	ALUCTL_ADDU,		 
	ALUCTL_SUB,			 
	ALUCTL_SUBU,		 
	ALUCTL_AND,			 
	ALUCTL_OR,			 
	ALUCTL_XOR,			 
	ALUCTL_SLT,			 
	ALUCTL_SLTU,		 
	ALUCTL_SLL,			 
	ALUCTL_SRL,			 
	ALUCTL_SRA,			 
	ALUCTL_SLLV,		 
	ALUCTL_SRLV,		 
	ALUCTL_SRAV,		 
	ALUCTL_NOR,			 
	ALUCTL_MTC0_PASS,	 
	ALUCTL_MTC0_FAIL,	 
	ALUCTL_MTC0_DONE,	 
	ALUCTL_BA,			 
	ALUCTL_BEQ,
	ALUCTL_BNE,
	ALUCTL_BLEZ,
	ALUCTL_BGTZ,
	ALUCTL_BGEZ,
	ALUCTL_BLTZ
} AluCtl;
typedef enum logic {
	WRITE,
	READ
} MemAccessType;
typedef enum logic {
	NOT_TAKEN,
	TAKEN
} BranchOutcome;
endpackage
module branch_predictor_bimodal (
	input clk,     
	input rst_n,   
	input logic i_req_valid,
	input logic [26 - 1 : 0] i_req_pc,
	input logic [26 - 1 : 0] i_req_target,
	output mips_core_pkg::BranchOutcome o_req_prediction,
	input logic i_fb_valid,
	input logic [26 - 1 : 0] i_fb_pc,
	input mips_core_pkg::BranchOutcome i_fb_prediction,
	input mips_core_pkg::BranchOutcome i_fb_outcome
);
	logic [1:0] counter[512];
	logic [8:0] index;
	assign index = i_req_pc[8:0];
	task incr;
		begin
			if (counter[index] != 2'b11)
				counter[index] <= counter[index] + 2'b01;
		end
	endtask
	task decr;
		begin
			if (counter[index] != 2'b00)
				counter[index] <= counter[index] - 2'b01;
		end
	endtask
	always_ff @(posedge clk)
	begin
		if(~rst_n)
		begin
			for (int i = 0; i < 512; i++) begin
				counter[i] = 2'b10;	 
			end
		end
		else
		begin
			if (i_fb_valid)
			begin
				case (i_fb_outcome)
					NOT_TAKEN: decr();
					TAKEN:     incr();
				endcase
			end
		end
	end
	always_comb
	begin
		o_req_prediction = counter[index][1] ? TAKEN : NOT_TAKEN;
	end
endmodule
File: flow/config.mk
export PLATFORM = sky130hd
export DESIGN_NAME = branch_predictor_bimodal
export DESIGN_NICKNAME = branch_predictor_bimodal
export VERILOG_FILES = /design/flow/design.v
export SDC_FILE = /design/flow/constraint.sdc
export NUM_CORES = 4
export LEC_CHECK = 1
export CORE_UTILIZATION = 50
==> run notes <==
Counting endpoints that fail hold in the final report gives 0. Of all nets on the critical path, the largest fanout is 45. Once iteration 0 of detailed routing completed, the report listed 12,380 DRC markers. The checks that failed: max-capacitance violations, max-slew violations. The post-route clock period utilization is 43.07%, and the final tally of max-slew violations is 5. The total of flip-flops plus latches after synthesis was 1,024. Summed over all routing layers, the global router reports a total usage of 70.19%. For this run, the register share of the synthesized area comes to 35.15%.

The run gives 121 for the maximum number of pins on one net before global-route repair. In the placement report, post-DP HPWL is listed as 275,500 µm. The script extracted a total leakage power of 21.12 nW. Cell type contributing the most total cell area after synthesis: sky130_fd_sc_hd__dfxtp_1. The run finished, with violations left. The core region is 115,000 µm².

With the worst slack after detailed placement at 134.56 ns, the switching fraction of total power is 33.01%. 85 I/O pins were placed. The die span in y works out to 343.6 µm. The dominant register cell was sky130_fd_sc_hd__dfxtp_1.

The clock transition at the registers of the reported paths came out at 0.05 ns. Per the CTS log, the maximum H-tree level is 3. Setup repair after global routing left no endpoint under its margin.

The iteration count recorded for the first detailed-route pass is 17. Clock skew on the completed layout was measured at 0.05453 ns. With the clock insertion delay at the later pin of the skew report at 0.78 ns, the number of resized instances in the post-cts repair step is 0. The sort of element at the start of the critical path is a primary input. More flip-flops sit in one register than any other, and that register is counter.

The most repeated cell in the gate-level netlist after synthesis was sky130_fd_sc_hd__dfxtp_1. In the synthesis report, Yosys lists the chip area as 58,330 µm². The pin slew with the least headroom to its limit is 1.943 ns, and the data required time of the worst path is 187.60 ns. In the routed design, unresolved DRC markers number 0.

The power density of the placed cells is 6.772 nW/µm², and the tally of unique sky130hd cells used after synthesis is 94. The arrival time at the worst endpoint was 54.10 ns; the final count of negative-setup-slack endpoints was 0. Summed over all nets, the switching power comes to 142.5 µW.

Post-synthesis area per instance: 9.147 µm². Setup fix buffers added after clock tree synthesis: 0. In this run the clock root is driven by a sky130_fd_sc_hd__clkbuf_16.

Of the post-synthesis cell area, the dominant cell type holds 35.15%. Summing over the stages, the warning tally comes to 118. Subtracting the final worst setup slack from the clock period gives 101.00 ns. The report puts the hold buffer count at CTS at 0. For this block, the via count after detailed routing is 67,410. The share of total power in the clock network is 42.3%, and the first-pass GRT wire length is 540,300 µm.

The number of global-route vias before repair is 59,840, and the number of synthesized flops with an enable pin is 0. The largest registers in the layout are counter x1024. The slew check shows that the tightest pin keeps a relative margin of -29.51%.

Across all setup checks in the final design, the least slack found is 133.50 ns. The cell area that synthesis handed to floorplanning was 58,330 µm². Counting instances in the post-synthesis netlist gives the leading cell types as sky130_fd_sc_hd__dfxtp_1 (1,024), sky130_fd_sc_hd__clkbuf_1 (561), sky130_fd_sc_hd__o32ai_1 (555), sky130_fd_sc_hd__and3_1 (526), sky130_fd_sc_hd__inv_1 (523).

The accumulated negative setup slack is 0 ns, and the initial cell density of the core is 50.74%. Cells fill 55.46% of the core in the end. Per the detail_route report, routed wire per instance is 53.08 µm.

Static timing analysis puts the maximum clock frequency at 0.009901 GHz. With the number of warnings issued by yosys at 2, the horizontal die size is 343.6 µm. The run gives 6,377 as the number of cells in the yosys synthesis report. STA classifies the critical path endpoint as an output port. According to the floorplan report, the total die area is 118,000 µm². TritonCTS built the clock tree. Number of antenna violations at the first check in global routing: 86. The post-route netlist has 21.85% of its cells at a drive strength greater than 1. The signed area change from the synthesized netlist to the final layout is 9.318%. Global routing finished with a remaining overflow of 0. The routed design shows a via density per instance of 8.731. The worst VDD IR drop from the latest analysis is 0.00001202 V.

The CTS sink count was 1,024. The count of nets left with antenna violations once routing finished came out at 0. Counting the buffers created by CTS gives 109. For reference, the most critical setup path is categorized as primary input to output port.

For the deepest clock path buffer count, the log shows 3. The worst hold path belongs to the class flip-flop to flip-flop. Placement row count: 124.

In the post-synthesis netlist, the biggest area contributors are sky130_fd_sc_hd__dfxtp_1 (35%), sky130_fd_sc_hd__o32ai_1 (8.3%), sky130_fd_sc_hd__o31ai_2 (8.0%), sky130_fd_sc_hd__a2bb2oi_2 (5.8%), sky130_fd_sc_hd__and3_1 (5.6%). In this run the maximum-capacitance check reported violations numbering 2. The number of port buffers is 13. The logs give 1.247 for the global placer's final weighted congestion and 289.3 µW for the internal power of the cells.

The filler cell count in the final layout came out at 9,714. Per report_power, the combinational group accounts for 17.4% of the total. The power report attributes to the sequential group a share of 40.4%.

Wires add up to 409,800 µm. The fraction of synthesis flops using an asynchronous set or reset pin is 0%. With the number of instances in the synthesized netlist at 6,377, the flip-flop count of the largest register, all copies and words added is 1,024.
metal layers:
| layer | vias to the layer above | part of all wire (%) | track usage [%] |
|---|---|---|---|
| met2 | 7858 | 35 | 82.86 |
| met1 | 32260 | 32 | 76.76 |
| met3 | 2795 | 19 | 54.36 |
| li1 | 24410 | - | - |
| met5 | - | 1.0 | 35.14 |
| met4 | 91 | 13 | 60.93 |
placed cells by master, fill, tap and decap left out, types with 110 or more instances in the layout:
master	Yosys	layout
sky130_fd_sc_hd__o32ai_1	555	554
sky130_fd_sc_hd__buf_4	25	402
sky130_fd_sc_hd__nand2_1	194	160
sky130_fd_sc_hd__a2bb2oi_1	282	282
sky130_fd_sc_hd__dfxtp_1	1024	1024
sky130_fd_sc_hd__o31ai_2	371	371
sky130_fd_sc_hd__inv_1	523	523
sky130_fd_sc_hd__o31ai_1	155	155
sky130_fd_sc_hd__a22oi_1	126	126
sky130_fd_sc_hd__a2bb2oi_2	227	227
sky130_fd_sc_hd__clkbuf_16	0	110
sky130_fd_sc_hd__and3_1	526	526
sky130_fd_sc_hd__nand3_1	201	201
sky130_fd_sc_hd__nand4_1	202	202
logic make-up (layout without fill, tap and decap cells):
kind of cell,after synthesis,in the layout,synth area share (%)
buf+inv,1411,1136,10.57
xor+xnor,5,5,0.07507
flops,1024,1024,35.15
mux,31,31,0.5856
compound gates,2291,2291,37.34
simple gates,1615,1615,16.28
other cells,0,107,0
worst max-delay path, stage by stage:
cell	delay, ns
sky130_fd_sc_hd__buf_4	0.43
sky130_fd_sc_hd__buf_4	0.73
sky130_fd_sc_hd__buf_4	0.71
sky130_fd_sc_hd__nand4bb_1	0.26
sky130_fd_sc_hd__nor2_1	0.07
sky130_fd_sc_hd__a32oi_1	1.42
sky130_fd_sc_hd__o211ai_1	0.39
sky130_fd_sc_hd__or4_1	0.64
sky130_fd_sc_hd__nor4_1	0.33
sky130_fd_sc_hd__nand4_1	0.72
sky130_fd_sc_hd__a41oi_2	0.68
sky130_fd_sc_hd__inv_1	0.20
sky130_fd_sc_hd__clkdlybuf4s50_1	0.52
per-stage QoR:
step	power, mW	hold slack [ns]	instances	area, µm²
finish	0.4318	0.4576	7721	63760
global route	0.4320	0.4673	7663	63620
CTS	0.4220	0.4556	7614	63480
detailed placement	0.2459	0.4432	7417	59840
global placement	0.2459	0.4410	7417	59840
floorplan	0.2245	0.4288	6377	58330
power by group through the flow:
stage | Clock [mW] | Sequential (mW) | Combinational [mW]
CTS | 0.180 | 0.174 | 0.0681
global route | 0.186 | 0.174 | 0.0718
finish | 0.182 | 0.174 | 0.0751
final cells by class:
| class | instances | area [µm²] | area share, % |
|---|---|---|---|
| Antenna cell | 107 | 267.8 | 0.4199 |
| Clock buffer | 162 | 3158 | 4.953 |
| Clock inverter | 35 | 486.7 | 0.7633 |
| Inverter | 525 | 1971 | 3.091 |
| Multi-Input combinational cell | 3942 | 32290 | 50.63 |
| Sequential cell | 1024 | 20500 | 32.15 |
| Tap cell | 1512 | 1892 | 2.967 |
| Timing Repair Buffer | 414 | 3203 | 5.023 |
path summary, 6_finish.rpt:
kind / slack, ns / cells past startpoint / end / from
max: 133.50 / 13 / o_req_prediction / i_req_pc[3]
min: 0.46 / 2 / counter[462][0] / counter[462][0]
max reg2reg: 225.88 / 17 / counter[90][1] / counter[120][1]
min reg2reg: 0.46 / 2 / counter[462][0] / counter[462][0]
Power figures rest on the tool's default switching activity, not on a simulated workload.
